==> design/flow/design.v <==
module fn_gen(input m_rst,m_clk,	 
			input [6:0]delay,
			input set_freq, 
			output reg start_pulse,stop_pulse
			);
parameter pulse_width = 10;  
reg [31:0]count_reg;
reg [6:0]delay_lock;
wire [31:0]repeat_rate;
assign repeat_rate=set_freq ? 999999 : 499999;   
initial 
begin
count_reg <= 0;
start_pulse <= 0;
stop_pulse <= 0;
delay_lock <= 0;
end
always @(posedge m_clk or posedge m_rst) 
begin
    if (m_rst)               
		begin
        count_reg <= 0;
        start_pulse <= 0; stop_pulse <= 0;
		end 
	else 
		begin
		delay_lock<=delay;
        if (count_reg < repeat_rate) count_reg <= count_reg + 1;else count_reg <= 0; 
		if((count_reg >=1) & (count_reg <=pulse_width)) start_pulse <= 1; else start_pulse <= 0;     
		if((count_reg >=delay_lock+1) & (count_reg <=delay_lock+pulse_width)) 
		      stop_pulse <= 1; else stop_pulse <= 0;    
		end
end
endmodule
==> design/flow/run.sh <==
#!/bin/bash
# OpenROAD 26Q1-2900-gdf79404cd8, Yosys 0.63+post, stock flow scripts
make -C /OpenROAD-flow-scripts/flow DESIGN_CONFIG=/design/flow/config.mk WORK_HOME=/design/flow/orfs finish
==> design/flow/config.mk <==
export PLATFORM = sky130hd
export DESIGN_NAME = fn_gen
export DESIGN_NICKNAME = fn_gen
export VERILOG_FILES = /design/flow/design.v
export SDC_FILE = /design/flow/constraint.sdc
export NUM_CORES = 4
export LEC_CHECK = 1
export CORE_UTILIZATION = 50
==> design/flow/constraint.sdc <==
current_design fn_gen

set clk_period 5.1
set clk_io_pct 0.2

create_clock -name clk0 -period $clk_period [get_ports {m_clk}]

set non_clock_inputs [all_inputs -no_clocks]
set_input_delay [expr $clk_period * $clk_io_pct] -clock clk0 $non_clock_inputs
set_output_delay [expr $clk_period * $clk_io_pct] -clock clk0 [all_outputs]
==> results.yml <==
# generated from flow reports
synth:
  synthXorXnorAreaFrac: 0.105
  ys_sh_mux: 0
  avgSynthCellArea_um2: 10.7
  top_cells_by_area: "dfrtp_1 (37%), ha_1 (16%), edfxtp_1 (9.0%)"
  ys_cells: 217
  syn_inst: 217
  ys.flops: 41
  yosys-stat-area_um2: 2330
  synth-simple-area-share: 0.171
  syn-cell-area_um2: 2330
  synth.distinct_cells: 33
  top_area_frac: 0.365
  ys_seq_frac: 0.455
  yosysWarnings: 1
  yosys.area.top_type: "dfrtp_1"
  ys_sh_adder: 0.156
  ys_top_logic_family: "simple AND/OR/NAND/NOR gates"
  ys_sh_aoi: 0.0806
die:
  rows: 24
  core_area_um2: 4410
  die_h_um: 70.3
  ios: 12
  die_area_um2: 4940
  fp_util: 0.528
  die_w_um: 70.3
outcome:
  outcome: "finished clean"
pwr:
  power-per-cell-area_nw_per_um2: 239
  peakVddDrop_mv: 0.208
  leakagePower_nw: 1.16
finish:
  syn_to_final_growth_pct: 12.1
  largest_register_ffs: 32
  most-common-layout-cells: "dfrtp_1 (34), ha_1 (29), nor2_1 (28)"
  final.fill_count: 364
  layout_top_cell: "dfrtp_1"
  drive_gt1_frac: 0.0494
routing:
  ant_nets: 0
  routed_via_density: 5.35
  drc_errors: 0
  num_antenna_cells: 0
  drt-initial-drc-count: 96
  finalWirelength_mm: 3.89
  routedWlPerCell_um: 13.2
  vias: 1577
  dr.pass1.iters: 4
grt:
  use_met2: 0.252
  use_met1: 0.309
  top_usage_layer: "met1"
  overflow: 0
  grt_antenna_before_repair: 0
  grt_use_met3: 0.0438
  grt_start_max_net_pins: 36
  grt_first_pass_wirelength_mm: 6.87
  grt_pass1_vias: 1540
  track_usage: 0.181
setup_path:
  cp_cell_sequence: "clkdlybuf4s50_1 > inv_1 > ha_1 > and3_1 > nand4_1 > o211ai_1 > a311o_1 > nor2_1"
  crit_slowest_cell: "a311o_1"
  crit_required_ps: 5250
  critPathLaunchType: "input port"
  max_stage_delay_ps: 730
  path_max_fanout: 21
  cp-end-kind: "flop"
  critPathKind: "in2reg"
  critPathArrivalTime_ps: 3280
final_timing:
  tns_ps: 0
  slew_headroom: 0.443
  fmax_mhz: 320
  grt_setup_unrepaired: "no"
  slew_violations: 0
  worst_slew_pin_slew_ps: 824
  finClkSkew_ps: 9.81
  post-route-period-util: 0.613
  hold_violations: 0
  setup_viol: 0
  setup_slack_ps: 1970
  fin_crit_ps: 3130
place:
  dpl.hpwl_mm: 2.86
  gp_congestion: 0.866
  pre_cts_slack_ps: 1680
  port_buffers: 11
cts:
  cts_hold_buf: 0
  clkSinkCount: 41
  h-tree-depth: 2
  clk_latency_ps: 300
  cts.root.buffer_cell: "clkbuf_8"
  cts_setup_buffers: 0
  ctsResizeCount: 0
  cts_tree: "done"
  clk_path_buf_depth: 2
  numCtsBuffers: 5
  cts.clk_slew.worst_paths_ps: 80
flow_run:
  warnings: 29
  cap_violations: 0
worst_hold_path:
  hold_class: "reg2reg"
==> critical path: cells and delay by family <==
| kind | cells | cell delay, ps |
|---|---|---|
| compound gates | 2 | 920 |
| fa+ha+maj | 1 | 310 |
| buf+inv | 2 | 660 |
| simple gates | 3 | 370 |
==> routing by layer <==
layer / vias to the layer above / share of wire / wire length (um)
met5: - / 0 / 0
met4: 0 / 0.015 / 58
met3: 9 / 0.040 / 155
met2: 26 / 0.40 / 1570
met1: 731 / 0.54 / 2110
li1: 811 / - / -
==> area by class of cell <==
cell class,instances,area (um^2),area share
multi-input combinational,173,1230,0.473
sequential,41,1060,0.406
timing repair buffer,13,125,0.0479
clock buffer,5,68.8,0.0264
tap,52,65.1,0.0249
inverter,8,30.0,0.0115
clock inverter,3,26.3,0.0101
==> logic make-up after synthesis <==
family                     after synthesis
AOI/OAI and AO/OA                       26
other                                    1
DFF                                     41
buffers and inverters                   13
adders and majority gates               29
xor gates and xnor gates                28
and+or+nand+nor                         79
==> report_power, final <==
part	total, mW	internal (mW)	leakage [nW]	switching [mW]
Combinational	0.0507	0.0240	0.589	0.0267
Clock	0.223	0.101	0.0495	0.121
Sequential	0.351	0.342	0.518	0.00858
Total	0.624	0.468	1.16	0.156
==> through the flow <==
stage	cell area, um^2	instances	power (mW)	utilization	hold WS (ps)
6_report	2610	295	0.624	0.592	536
5_1_grt	2610	295	0.661	0.592	550
4_1_cts	2610	295	0.630	0.592	533
3_5_place_dp	2520	287	0.409	0.570	522
3_3_place_gp	2520	287	0.406	0.570	512
2_1_floorplan	2370	227	0.391	-	474
==> cells in the mapped netlist (all sizes together) <==
cell type  instances
o211ai             4
nor4b              1
nand4              9
xnor2              7
o22ai              1
and4               2
conb               1
o311a              1
xor2              21
buf                3
dfrtp             34
nor4               5
o2111ai            1
clkbuf             2
nand2              9
edfxtp             7
nand4b             1
ha                29
a2111oi            1
and2               1
or4b               1
nor2b              1
a311o              1
o21a               1
o21ai              5
a21oi              8
inv                8
a211oi             2
nor3               3
a21o               1
nor2              28
nand3             11
and3               7
==> path summary, 6_finish.rpt <==
kind,end,slack (ps),cells past startpoint,startpoint
worst max-delay path,count_reg[16],1970,8,set_freq
worst min-delay path,count_reg[0],540,1,count_reg[0]
worst max register to register,count_reg[16],2610,6,count_reg[1]
worst min register to register,count_reg[0],540,1,count_reg[0]
max in group asynchronous,count_reg[0],3490,3,m_rst
min in group asynchronous,count_reg[31],1300,3,m_rst
Power and IR drop assume default switching activity.
